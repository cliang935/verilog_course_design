[/design/flow/config.mk]
export PLATFORM = sky130hd
export DESIGN_NAME = mult64x64_check_us
export DESIGN_NICKNAME = mult64x64_check_us
export VERILOG_FILES = /design/flow/design.v
export SDC_FILE = /design/flow/constraint.sdc
export NUM_CORES = 4
export LEC_CHECK = 1
export CORE_UTILIZATION = 50
[/design/flow/constraint.sdc]
current_design mult64x64_check_us

set clk_period 71.9
set clk_io_pct 0.2

create_clock -name clk0 -period $clk_period

set non_clock_inputs [all_inputs -no_clocks]
set_input_delay [expr $clk_period * $clk_io_pct] -clock clk0 $non_clock_inputs
set_output_delay [expr $clk_period * $clk_io_pct] -clock clk0 [all_outputs]
[/design/flow/design.v]
module mult64x64_check_us(a, b, p);
input [63:0] a, b;
output[127:0] p;
assign p = a * b;
endmodule
[/design/flow/run.sh]
#!/bin/bash
# OpenROAD 26Q1-2900-gdf79404cd8, Yosys 0.63+post, stock flow scripts
make -C /OpenROAD-flow-scripts/flow DESIGN_CONFIG=/design/flow/config.mk WORK_HOME=/design/flow/orfs finish
==> flow_summary.ini <==
; yosys + openroad results
[final_layout]
drive_above_1_share_pct = 3.018
final_util_pct = 52.20
area_growth_pct = 3.737
final_cell_mix = fa_1, inv_1, nand2_1
ff_count = 0
n_clock_buffer = 0
layout_top_cell = fa_1
seq_area_sq_um = 0
instances_no_fill = 17050

[synthesis]
synth_area_sq_um = 128000
yosysSeqAreaShare_pct = 0
synth.distinct_cells = 62
yosysChipArea_sq_um = 128000
synth_area_per_cell_sq_um = 9.107
synth-cells-yosys = 14060
yosys_warnings = 0
syn_inst = 14060

[sta]
tns_ns = 0
hold_viol = 0
slew_violations = 0
tightest_slew_ns = 1.213
maxSlewHeadroom_pct = 18.40
finalCritPeriodShare_pct = 56.96
holdWs_ns = 29.74
rsz0062_at_grt = false
fmax_ghz = 0.02442
setup_viol = 0
fin_crit_ns = 40.95

[setup_path]
crit_arrival_ns = 26.57
slowest_stage = o41ai_1
cpMostUsedCell = fa_1
setup.worst_path.class = input port to output port
cp.required_ns = 57.52
end_kind = output port
max_stage_delay_ns = 0.92
worstPathMaxFanout = 35
critical_path.startpoint_type = input port

[floorplanning]
coreArea_sq_um = 254400
fp.dieW_microns = 508.0
num_rows = 185
die_h_microns = 508.0
fp_util_pct = 50.32
die_area_sq_um = 258000
ios = 256

[clocking]
cts_hold_buf = 0
post-cts-setup-buffers = 0
ctsResizeCount = 0

[grt]
grt_pass1_wl_microns = 684900
gr-usage-all-layers_pct = 40.42
grt_max_degree = 65
grt_pass1_vias = 106400
grt_overflow_total = 0
grt_antenna_before_repair = 38

[placed_design]
port-buffer-count = 256
dp_hpwl_microns = 365200
place_congestion = 1.048
dp_cells = 17020

[routing]
drtIter0Drc = 3943
wl_per_cell_microns = 26.69
via_per_inst = 5.442
totalWireLength_microns = 455100
routed-via-count = 92810
ant_nets = 0
first_pass_iters = 6
drcViolationCount = 0

[power_and_ir_drop]
p_switching_uw = 46760
power.internal_uw = 30240
swShare_pct = 60.73
static-leakage-power_uw = 0.06867
power.density_nw_per_um2 = 579.9
vdd_drop_max_uv = 1598

[run]
drv_cap = 0
warnings = 32

[status]
status = completed

[min_path]
min_path_cells = 4
hold_class = input port to output port
per-layer routing:
metal / global-route usage, % / vias to the layer above / share of wire [%]
li1: - / 38460 / -
met1: 47.14 / 47920 / 31
met2: 61.73 / 5115 / 48
met3: 21.81 / 1273 / 14
met4: 20.34 / 40 / 7.0
met5: 1.444 / - / 0.11
layout make-up:
class	instances	area (sq um)
inverters	3546	13310
multi-input cells	9579	111200
repair buffers	525	3979
fillers	22870	121600
well taps	3366	4212
diodes	38	95.09
path summary, 6_finish.rpt:
path	from	end	slack [ns]
hold / removal	b[0]	p[0]	29.74
setup / recovery	a[32]	p[96]	30.95
power by group through the flow:
stage / Combinational (uW) / Sequential [uW] / Clock, uW
CTS: 76500 / 0 / 0
global route: 82300 / 0 / 0.00000564
critical path: cells and delay by family:
family	cells	cell delay [ns]
AND/OR/NAND/NOR	4	0.78
XOR/XNOR	1	0.22
adder cells (fa/ha/maj)	11	5.54
AND-OR/OR-AND	7	3.19
buffers and inverters	9	2.32
metrics by stage:
stage                     total power, uW  instance area [sq um]  setup slack (ns)
after floorplan                     35400                 128000             34.45
final                               77000                 132800             30.95
after global routing                82290                 132700             30.60
after global placement              76420                 132700             31.27
after CTS                           76530                 132700             31.25
after detailed placement            75920                 132700             31.30
synthesized netlist by cell type, drive strengths merged, types with 2 or more instances:
cell | number | area (sq um)
nor2b | 10 | 62.56
or2 | 4 | 25.03
nand3 | 27 | 135.1
buf | 9 | 45.04
fa | 3837 | 76810
o21ai | 98 | 490.5
clkbuf | 921 | 3457
and4bb | 2 | 25.02
or3 | 3 | 18.77
nand4b | 2 | 17.52
a31oi | 11 | 90.08
a211oi | 7 | 52.55
a21boi | 10 | 75.07
a221oi | 4 | 35.03
o21bai | 39 | 292.8
a41oi | 2 | 17.52
xnor2 | 89 | 779.5
and4 | 12 | 106.4
o41ai | 4 | 50.05
and3 | 14 | 87.58
nand2b | 7 | 43.79
o31ai | 5 | 37.54
a22oi | 2 | 15.01
o211ai | 8 | 60.06
o21a | 18 | 135.1
a41o | 2 | 20.02
and2 | 1945 | 12170
ha | 654 | 8183
a21oi | 185 | 925.9
nand3b | 2 | 15.01
o2111ai | 3 | 26.28
o31a | 2 | 17.52
o221ai | 4 | 35.03
o22ai | 2 | 12.51
nor2 | 82 | 307.8
nor4 | 6 | 37.54
nor3 | 28 | 150.1
inv | 3546 | 13310
a21o | 57 | 427.9
nand2 | 2291 | 8600
nand4 | 47 | 294.0
xor2 | 42 | 367.9
cell families (layout without fill, tap and decap cells):
| family | after synthesis | count (layout) | share of synthesized area (%) |
|---|---|---|---|
| adder cells (fa/ha/maj) | 4491 | 4491 | 66.41 |
| other | 0 | 38 | 0 |
| XOR/XNOR | 131 | 131 | 0.8964 |
| buffers and inverters | 4476 | 4071 | 13.14 |
| AND/OR/NAND/NOR | 4485 | 4485 | 17.29 |
| AND-OR/OR-AND | 472 | 472 | 2.276 |
Power is estimated from default activity; no workload was simulated.
