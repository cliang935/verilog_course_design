[/design/flow/run.sh]
#!/bin/bash
# OpenROAD 26Q1-2900-gdf79404cd8, Yosys 0.63+post, stock flow scripts
make -C /OpenROAD-flow-scripts/flow DESIGN_CONFIG=/design/flow/config.mk WORK_HOME=/design/flow/orfs finish
[/design/flow/config.mk]
export PLATFORM = sky130hd
export DESIGN_NAME = mult64x64_check
export DESIGN_NICKNAME = mult64x64_check
export VERILOG_FILES = /design/flow/design.v
export SDC_FILE = /design/flow/constraint.sdc
export NUM_CORES = 4
export LEC_CHECK = 1
export CORE_UTILIZATION = 50
[/design/flow/constraint.sdc]
current_design mult64x64_check

set clk_period 71.9
set clk_io_pct 0.2

create_clock -name clk0 -period $clk_period

set non_clock_inputs [all_inputs -no_clocks]
set_input_delay [expr $clk_period * $clk_io_pct] -clock clk0 $non_clock_inputs
set_output_delay [expr $clk_period * $clk_io_pct] -clock clk0 [all_outputs]
[/design/flow/design.v]
module mult64x64_check(a, b, p);
input [63:0] a, b;
output [127:0] p;
assign p = a * b;
endmodule
==> flow_metrics.py <==
# Synthesis and PnR figures
metrics = {
    "run_status": {
        "outcome": "finished, final reports clean",
    },
    "setup_path": {
        "crit_top_cell": "fa_1",
        "required_ns": 57.52,
        "start_kind": "input pin",
        "end_kind": "output port",
        "crit_path_top_delay_cell": "o41ai_1",
        "critPathMaxFanout": 35,
        "critPathArrivalTime_ns": 26.57,
        "max_stage_delay_ns": 0.92,
        "endpoint": "p[96]",
        "crit_buf_inv": 9,
        "critical-path-top-delay-family": "adder cells",
        "worstSetupPathType": "in2out",
        "crit_path_start": "a[32]",
        "cp.depth": 32,
    },
    "route": {
        "viasPerCell": 5.44,
        "drc_errors": 0,
        "routed_wirelength_mm": 455,
        "route.vias.total": 92808,
        "wire_per_inst_um": 26.7,
        "drt_iter0_markers": 3943,
        "first_pass_iters": 6,
        "antenna_left": 0,
    },
    "yosys": {
        "postSynthCellCount": 14055,
        "syn_area_um2": 128000,
        "syn-mean-instance-area_um2": 9.11,
        "yosysWarningCount": 0,
        "ys_cells": 14055,
        "ys_seq_share_pct": 0,
        "yosys_area_um2": 128000,
        "ys_types": 62,
    },
    "sta": {
        "setup_violations": 0,
        "timing.final.crit_share_pct": 57.0,
        "holdWs_ns": 29.74,
        "timing.fmax_mhz": 24.4,
        "tns_ns": 0,
        "slew_violations": 0,
        "rsz0062_at_grt": "no",
        "relSlewSlack_pct": 18.4,
        "fin_crit_ns": 40.95,
        "worst_pin_slew_ns": 1.21,
        "hold_violations": 0,
    },
    "grt": {
        "grt_first_pass_wirelength_mm": 685,
        "antenna_found_initial": 38,
        "grt_max_degree": 65,
        "grt.total_usage_pct": 40.4,
        "first_global_vias": 106374,
        "grt-ovfl-total": 0,
    },
    "place": {
        "dpl.hpwl_mm": 365,
        "portBuffers": 256,
        "gp_congestion": 1.05,
    },
    "layout": {
        "seq_cell_count": 0,
        "clkbuf_count": 0,
        "ff_latch_area_um2": 0,
        "lay_top_cells": "fa_1, inv_1, nand2_1, and2_1, ha_1",
        "drive_above_1_share_pct": 3.02,
        "layout_top_cell": "fa_1",
        "fin_util_pct": 52.2,
        "syn2layout_area_growth_pct": 3.74,
    },
    "die": {
        "coreArea_um2": 254000,
        "io_pins": 256,
        "fp_util_pct": 50.3,
        "rows": 185,
        "die_h_um": 508,
        "dieArea_um2": 258000,
        "die_x_um": 508,
    },
    "cts": {
        "hold_buffers": 0,
        "post_cts_buffers": 0,
        "cts-resized-gates": 0,
    },
    "pwr": {
        "vdd.ir_drop.worst_uv": 1600,
        "p_leak_nw": 68.7,
        "switchingPower_mw": 46.8,
        "p_sw_share_pct": 60.7,
        "intPower_mw": 30.2,
        "p_per_area_nw_per_um2": 580,
    },
    "run": {
        "log.warning_count": 32,
        "cap_violations": 0,
    },
    "worst_hold_path": {
        "hold_class": "in2out",
    },
}
metrics by stage:
step / total power, mW / setup WS (ns) / instances / instance area, um^2
floorplan: 35.4 / 34.45 / 14055 / 128000
global placement: 76.4 / 31.27 / 17016 / 133000
detailed placement: 75.9 / 31.30 / 17016 / 133000
CTS: 76.5 / 31.25 / 17016 / 133000
global route: 82.3 / 30.60 / 17019 / 133000
finish: 77.0 / 30.95 / 17054 / 133000
synth_stat cells, drive strengths merged, types with 12 or more instances:
library cell	instances	share of area [%]
fa	3837	60
inv	3546	10
nand2	2291	6.7
and2	1945	9.5
clkbuf	921	2.7
ha	654	6.4
a21oi	185	0.72
o21ai	98	0.38
xnor2	89	0.61
nor2	82	0.24
a21o	57	0.33
nand4	47	0.23
xor2	42	0.29
o21bai	39	0.23
nor3	28	0.12
nand3	27	0.11
o21a	18	0.11
and3	14	0.068
and4	12	0.083
cells by family (layout without fill, tap and decap cells):
logic type | after synthesis | after routing | synth area share, %
buffers and inverters | 4476 | 4071 | 13.1
AND-OR/OR-AND | 472 | 472 | 2.28
XOR/XNOR | 131 | 131 | 0.896
other | 0 | 38 | 0
adder cells (fa/ha/maj) | 4491 | 4491 | 66.4
AND/OR/NAND/NOR | 4485 | 4485 | 17.3
layer usage:
metal	wire length, um	up-vias	share of wire [%]	track usage [%]
met4	32100	40	7.0	20.3
met3	61500	1273	14	21.8
met2	220000	5115	48	61.7
met5	510	-	0.11	1.44
met1	141000	47918	31	47.1
li1	-	38462	-	-
worst min path at each step:
stage     start    to  slack, ns  depth (start not counted)
4_1_cts    b[0]  p[0]      29.76                          4
5_1_grt    b[0]  p[0]      29.81                          4
6_report   b[0]  p[0]      29.74                          4
final cells by class:
cell class	count	area, um^2
timing repair buffer	525	3980
fill	22865	122000
tap	3366	4210
antenna	38	95.1
multi-input combinational	9579	111000
inverter	3546	13300
power by group through the flow:
stage	Sequential, mW	Clock [mW]	Combinational (mW)
5_1_grt	0	0.00000000564	82.3
4_1_cts	0	0	76.5
Power and IR drop assume default switching activity.
