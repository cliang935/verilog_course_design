`design/flow/config.mk`:
```
export PLATFORM = sky130hd
export DESIGN_NAME = mult64x64_check_s
export DESIGN_NICKNAME = mult64x64_check_s
export VERILOG_FILES = /design/flow/design.v
export SDC_FILE = /design/flow/constraint.sdc
export NUM_CORES = 4
export LEC_CHECK = 1
export CORE_UTILIZATION = 50
```
`design/flow/design.v`:
```
module mult64x64_check_s(clk, rstn, a, b, p);
input         clk, rstn;
input  signed [63:0] a, b;
output signed [127:0] p;
wire [127:0] p_w;
assign p_w = a * b;
reg [127:0] p;
always@(posedge clk or negedge rstn)
	if(!rstn) p <= 0;
	else      p <= p_w;
endmodule
```
`design/flow/run.sh`:
```
#!/bin/bash
# OpenROAD 26Q1-2900-gdf79404cd8, Yosys 0.63+post, stock flow scripts
make -C /OpenROAD-flow-scripts/flow DESIGN_CONFIG=/design/flow/config.mk WORK_HOME=/design/flow/orfs finish
```
`design/flow/constraint.sdc`:
```
current_design mult64x64_check_s

set clk_period 1.0
set clk_io_pct 0.2

create_clock -name clk0 -period $clk_period [get_ports {clk}]

set non_clock_inputs [all_inputs -no_clocks]
set_input_delay [expr $clk_period * $clk_io_pct] -clock clk0 $non_clock_inputs
set_output_delay [expr $clk_period * $clk_io_pct] -clock clk0 [all_outputs]
```
==> notes.md <==
impl run done, here's what came out: Unique masters post-synth=78, required time of the worst setup path=1.38 ns, yosys stat area=around 140,000 µm², wire per inst=approximately 24 µm, Hold Vio Cnt, Final=0, clock root cell=clkbuf_16, CP max-delay cell=fa_2, DR vias/cell=5.13, Synth-to-Final Area Change=18.3%, routed wire length=476 mm, Log Warnings=28, antenna violations before repair=27, period utilisation layout=860%, Finish-stage setup viols=376, min Tclk post-route=~8.6 ns, data arrival time of the worst path=8.98 ns, Avg Synthesized Cell Area=9.40 µm², clock-pin slew on the worst setup and hold paths=0.05 ns, gr ovfl total=0, most instantiated logic cell after routing=fa_1, Cell Rows=between 150 and 200, fp_density=50.2%, pin count of the biggest net entering global routing=44, ys flops=between 100 and 150, worst slew pin tran=0.739 ns, Crit path top cell by count=fa_1, Synth warnings=1, Cell Area, Synth=142,000 µm², 1st-pass router iterations=5, I/O pins=roughly 260, Tightest Hold Check Type=in2reg, gpl congestion=roughly 1.0, drt drc=0, GRT Overall Usage=a little under two fifths, RSZ-0062 raised after global routing=true, Seq/Total Area, Yosys=2.26%, Setup CP Type=in2reg, failing checks=negative setup slack, count of library flops with an enable pin=0, Crit. End Element=flop, Largest regs=p (128), Die Span Y=534 µm, max-slew violations=0, die x size=534 µm, Place WS=-8.51 ns, Max Root-Sink Buffers=3, # Max-Cap Violations=0, final core utilization=59.4%, worst-path fanout max=36, max_slew headroom=around half, die footprint=286,000 µm², Buffers on Ports=257, setup ws final=-7.60 ns, share of layout cells above drive strength 1=~17%, Core ar.=282,000 µm², Post-synth ARST share=100%, flip-flop count of the largest register after layout=128, CP max stage delay=0.64 ns, Largest Register=p, Crit. Startpoint=b[21], ANT nets after route=0, # Cells Yosys=15.1k, Gate Count Post-Synth=around 15k, first-pass GRT wire length=a little over 700 mm, FMAX=0.116 GHz, CP Capture Point=p[104], Post-DP HPWL=408 mm, htree depth=4, vias in the first global route=113k, Vias=102k, Iteration-0 DRC Markers=4,396, status=finished, violations left, CTS tree=done, CP Launch Type=input pin, clk sinks=128, TritonCTS buffer count=25, top_reg_cell synth=dfrtp_1, final setup TNS=-930.67 ns, most frequent cells in the layout=fa_1 (4,137), inv_1 (4,034), nand2_1 (2,041)
[worst max-delay path: cells and delay by family]
family / cells / cell delay (ns)
simple gates: 7 / 1.39
compound gates: 3 / 0.46
xor+xnor: 1 / 0.13
fa+ha+maj: 11 / 5.43
buf+inv: 12 / 1.23
[routing by layer]
| metal | wire length, µm | share of wire, % | vias to the layer above | GRT usage (%) |
|---|---|---|---|---|
| met1 | 153000 | 32 | 53448 | 49.0 |
| li1 | - | - | 43610 | - |
| met3 | 46700 | 9.8 | 1081 | 14.0 |
| met4 | 38900 | 8.2 | 21 | 22.5 |
| met5 | 366 | 0.077 | - | 0.716 |
| met2 | 236000 | 50 | 3770 | 59.0 |
[worst min path at each step]
stage / from / endpoint / slack, ns / cells past startpoint
after CTS: b[0] / p[1] / 0.43 / 5
final: b[0] / p[1] / 0.47 / 5
after global routing: b[0] / p[1] / 0.46 / 5
[kinds of logic after synthesis]
kind of cell,count (synthesis),share of synthesized area [%]
AND-OR/OR-AND,439,1.96
XOR/XNOR,144,0.890
adder cells (fa/ha/maj),4808,65.6
buffers and inverters,5086,13.5
flip-flops,128,2.26
AND/OR/NAND/NOR,4464,15.8
[stage by stage]
| stage | hold WS (ns) | instances | cell area (µm²) |
|---|---|---|---|
| 2_1_floorplan | -0.0956 | 15069 | 147000 |
| 3_3_place_gp | 0.0780 | 19637 | 160000 |
| 3_5_place_dp | 0.0760 | 19637 | 160000 |
| 4_1_cts | 0.430 | 19841 | 167000 |
| 5_1_grt | 0.462 | 19878 | 168000 |
| 6_report | 0.467 | 19883 | 168000 |
[area by class of cell]
class                           instances  area, µm²
Antenna cell                           14       35.0
Clock buffer                           30        674
Clock inverter                          2       12.5
Fill cell                           24269     114000
Inverter                             4125      15500
Multi-Input combinational cell       9855     123000
Sequential cell                       128       3200
Tap cell                             3743       4680
Timing Repair Buffer                 1986      20500
[repair_timing]
item,in CTS,in global routing
resized,785,157
setup endpoints to repair,256,384
buffers inserted,133,24
gates cloned,40,6
pin swaps,268,95
hold buffers,6,0
endpoints found under the hold margin,129,0
[synth_stat cells, types with 5 or more instances]
library cell,instances,area [µm²]
nand4_1,48,300
ha_1,444,5560
nand2b_1,21,131
o21a_1,6,45.0
nor3_1,18,90.1
dfrtp_1,128,3200
o21ai_1,12,60.1
nor2_1,133,499
a21o_1,40,300
nand2_1,2098,7880
clkbuf_1,927,3480
o21ai_0,78,390
o211ai_1,8,60.1
a221oi_1,5,43.8
a31oi_1,9,56.3
a21oi_1,170,851
fa_1,4364,87400
o31ai_1,9,67.6
a211oi_1,7,52.6
inv_1,4124,15500
o21bai_1,37,278
buf_2,27,135
and2_1,2065,12900
xnor2_1,98,858
nor2b_1,13,81.3
and3_1,11,68.8
xor2_1,46,403
nand3_1,25,125
